==> flow/design.v <==
module tiled_bram #(
    parameter DATA_WIDTH = 12,
    parameter TILE_SIZE  = 4
)(
    input  wire                   clk,
    input  wire                   rst,
    input  wire                   wr_en,
    input  wire [DATA_WIDTH-1:0]  data_in,
    output reg  [DATA_WIDTH-1:0]  data_out
);
    reg [7:0] counter;
    reg [DATA_WIDTH-1:0] local_tile_mem [0:TILE_SIZE-1];
    always @(posedge clk or posedge rst) begin
        if (rst) begin
            counter  <= 0;
            data_out <= 0;
        end else begin
            if (wr_en) begin
                local_tile_mem[counter] <= data_in;
                counter <= counter + 1;
            end
            data_out <= local_tile_mem[counter];
        end
    end
endmodule
==> flow/run.sh <==
#!/bin/bash
# OpenROAD 26Q1-2900-gdf79404cd8, Yosys 0.63+post, stock flow scripts
make -C /OpenROAD-flow-scripts/flow DESIGN_CONFIG=/design/flow/config.mk WORK_HOME=/design/flow/orfs finish
==> flow/config.mk <==
export PLATFORM = sky130hd
export DESIGN_NAME = tiled_bram
export DESIGN_NICKNAME = tiled_bram
export VERILOG_FILES = /design/flow/design.v
export SDC_FILE = /design/flow/constraint.sdc
export NUM_CORES = 4
export LEC_CHECK = 1
export CORE_UTILIZATION = 50
==> flow/constraint.sdc <==
current_design tiled_bram

set clk_period 3.1
set clk_io_pct 0.2

create_clock -name clk0 -period $clk_period [get_ports {clk}]

set non_clock_inputs [all_inputs -no_clocks]
set_input_delay [expr $clk_period * $clk_io_pct] -clock clk0 $non_clock_inputs
set_output_delay [expr $clk_period * $clk_io_pct] -clock clk0 [all_outputs]
==> qor.txt <==
RSZ-0062 raised after global routing: false
Core Density at Floorplan: 53.89%
Final Core Density: 65.49%
detailed router's first-iteration violation count: 78
number of flops mapped to enable cells by yosys: 48
CP Depth: 3
R2R Path End: local_tile_mem[2][0]$_DFFE_PP_
Final period util: 65.36%
switching share of power: 25.04%
met3 GRT Util: 8.333%
VDD IR-drop max: 0.4480 mV
timing-limited maximum frequency: 493.5 MHz
worst setup slack for register-to-register paths: 1.07 ns
hold slack: 0.5092 ns
number of warning messages in the logs: 29
depth of the worst register-to-register path: 3
DRC Markers: 0
critical setup path kind: flop to flop
final instance area: 2714 um^2
Clock power frac: 27.9%
Reg2Reg Launch Point: counter[0]$_DFFE_PP0P_
Routed Wire Length: 3.489 mm
Synth Area per Inst: 18.93 um^2
biggest area consumer among synthesized cells: edfxtp_1
width of the chip: 68.84 um
max-capacitance violation count: 0
clock buffer count from CTS: 9
total vias in the final route: 1099
busiest metal layer after global routing: met1
clk ins delay skew pair: 0.33 ns
setup bufs post-CTS: 0
CTS-repair resized insts: 0
most common flop cell mapped by yosys: edfxtp_1
quantity of hold-fixing buffers added after cts: 0
combinational fraction of design power: 24.6%
outcome: complete, no violations
worst setup slack after placement: 0.7630 ns
average vias per placed instance: 5.335
average wire length per cell after detail routing: 16.94 um
async set or reset register ratio after synthesis: 22.58%
die span in y: 68.84 um
Worst Path Arrival: 1.99 ns
total power: 2.318 mW
GP Congestion: 0.7603
cells traversed along the worst timing path: inv_1 > ha_1 > and2_1
post-detailed-placement cell area: 2524 um^2
net switching power: 580.4 uW
wire length of the first global-routing pass: 5.368 mm
count of final hold-check violations: 0
CTS H-tree lvls: 3
fin cells: 206
CTS tree: yes
all-layer global routing usage: 18.54%
share of power burned in registers: 47.5%
worst-case headroom to the max-slew limit: 47.40%
Synthesis Warnings: 2
IO Port Bufs: 26
critical path fanouts, max: 13
clk sinks: 62
instance count of the mapped netlist: 118
endpoints failing setup: 0
floorplan row count: 23
count of buffer and inverter cells on the critical path: 1
Max stage delay cell, worst path: and2_1
number of synthesized register bits: 62
Top cells by area: edfxtp_1 (65%), dfrtp_1 (16%), a222oi_1 (5.4%)
met2 Track Usage GR: 26.84%
pin count of the biggest net entering global routing: 15
most repeated cell in the gate-level netlist after synthesis: edfxtp_1
post-route clock skew: 0.006533 ns
core region area: 4144 um^2
share of final-layout standard cells stronger than drive strength 1: 8.974%
Top Family by Delay on Critical Path: simple AND/OR/NAND/NOR gates
Remaining Overflow, GRT: 0
number of antenna violations at the first check in global routing: 0
element type at the critical path end: flop
Least-Margin Pin Slew: 0.7890 ns
Area growth, synth to finish: 21.51%
Final Max-Slew Violation Tally: 0
total iterations of the first detailed-routing run: 5
smallest setup slack after layout: 1.074 ns
I/O pin count: 27
chip area in the Yosys report: 2233 um^2
clock tree buffer depth: 2
post-synth top area share: 64.54%
critical path startpoint category: flop
HPWL Detailed: 2.189 mm
power density over the cells: 854.1 nW/um^2
crit path capture: local_tile_mem[2][0]$_DFFE_PP_
antenna cell count: 0
part of the Yosys area used for sequential elements: 80.22%
type of the tightest min-delay check: flop to flop
top cells by count, synth: edfxtp_1 (48), inv_1 (15), dfrtp_1 (14)
# placed instances: 190
remaining antenna violation count: 0
area of the chip: 4738 um^2
crit path from: counter[0]$_DFFE_PP0P_
met1 track demand over resource in global routing: 29.68%
number of distinct library cell variants in the gate-level netlist after synthesis: 14
reported leakage power: 1.025 nW
cell count listed in synth_stat.txt: 118
Crit path required time: 3.06 ns
post-route minimum period: 2.026 ns
via count of the first global-routing pass: 1117
Worst-path clk slew: 0.06 ns
critical path's largest stage delay: 0.61 ns
internal power summed over all cells: 1.738 mW
total negative slack for setup checks: 0 ns
clk root buf: clkbuf_8
summed instance area of the synthesized netlist: 2233 um^2
-- metal layers --
metal | vias up | part of all wire (%)
met5 | - | 0
met4 | 0 | 1.5
met3 | 8 | 8.0
met2 | 44 | 48
met1 | 528 | 43
li1 | 519 | -
-- cell usage in the layout, fill, tap and decap left out --
| master | n |
|---|---|
| and2_1 | 3 |
| clkdlybuf4s50_1 | 26 |
| and2_2 | 1 |
| nand2_1 | 1 |
| edfxtp_1 | 48 |
| mux2i_1 | 12 |
| clkbuf_8 | 13 |
| a222oi_1 | 12 |
| dfrtp_1 | 14 |
| clkbuf_1 | 3 |
| nor2b_1 | 1 |
| xor2_1 | 1 |
| o21ai_0 | 1 |
| ha_1 | 5 |
| inv_1 | 15 |
-- registers in the layout, summed over array words and instances, names as in the netlist --
signal	cells
counter	2
local_tile_mem	48
data_out	12
-- worst min-delay path by stage --
stage	to	slack, ns	start	cells past startpoint
5_1_grt	data_out[8]$_DFF_PP0_	0.54	local_tile_mem[0][8]$_DFFE_PP_	2
6_report	data_out[7]$_DFF_PP0_	0.51	local_tile_mem[0][7]$_DFFE_PP_	2
4_1_cts	data_out[7]$_DFF_PP0_	0.51	local_tile_mem[0][7]$_DFFE_PP_	2
-- layout make-up --
| type | instances | area (um^2) |
|---|---|---|
| Inverter | 15 | 56.30 |
| Tap cell | 50 | 62.56 |
| Clock buffer | 16 | 190.2 |
| Fill cell | 297 | 1430 |
| Timing Repair Buffer | 26 | 260.3 |
| Sequential cell | 62 | 1792 |
| Multi-Input combinational cell | 37 | 352.8 |
-- tightest hold or removal path: stages (launching register included) --
cell and delay (ns):
edfxtp_1 0.36, inv_1 0.06, mux2i_1 0.06
-- cell families after synthesis --
family	share of synthesized area (%)
mux	5.378
xor+xnor	0.3922
buf+inv	3.977
simple gates	1.625
compound gates	5.602
fa+ha+maj	2.801
flops	80.22
-- power groups by stage --
stage | logic (mW) | registers (mW) | clock network [mW]
global route | 0.642 | 1.12 | 0.700
finish | 0.571 | 1.10 | 0.647
CTS | 0.582 | 1.10 | 0.663
Power is estimated from default activity; no workload was simulated.
